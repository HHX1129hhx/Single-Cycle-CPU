## flow/config.mk

```make
export PLATFORM = sky130hd
export DESIGN_NAME = Alu
export DESIGN_NICKNAME = Alu
export VERILOG_FILES = /design/flow/design.v
export SDC_FILE = /design/flow/constraint.sdc
export NUM_CORES = 4
export LEC_CHECK = 1
export CORE_UTILIZATION = 30
```

## flow/constraint.sdc

```tcl
current_design Alu

set clk_period 22.8
set clk_io_pct 0.2

create_clock -name clk0 -period $clk_period

set non_clock_inputs [all_inputs -no_clocks]
set_input_delay [expr $clk_period * $clk_io_pct] -clock clk0 $non_clock_inputs
set_output_delay [expr $clk_period * $clk_io_pct] -clock clk0 [all_outputs]
```

## flow/design.v

```verilog
module Alu(AluResult, Zero, DataIn1, DataIn2, AluCtrl,Sa);
    input [31:0] DataIn1;         
    input [31:0] DataIn2;         
    input [4:0] AluCtrl;         
    output reg [31:0] AluResult;       
    output reg Zero;            
    input [4:0] Sa; 
    initial
    begin
        Zero = 0;
        AluResult = 0;
    end    
    always@(DataIn1 or DataIn2 or AluCtrl)
    begin
        case(AluCtrl)
            5'b00000:   ;
            5'b00001:  AluResult = $signed(DataIn1) + $signed(DataIn2);
            5'b00010:   AluResult = DataIn1 + DataIn2;
            5'b00011:  AluResult = $signed(DataIn1) - $signed(DataIn2);
            5'b00100:   AluResult = DataIn1 - DataIn2;
            5'b00101:   AluResult = DataIn1 & DataIn2;
            5'b00110:    AluResult = DataIn1 | DataIn2;
            5'b00111:   AluResult = ~ (DataIn1 ^ DataIn2);
            5'b01000:   AluResult = DataIn1 ^ DataIn2;
            5'b01010:  AluResult = (DataIn1 < DataIn2) ? 1 : 0;
            5'b01001:   AluResult = ($signed(DataIn1) < $signed(DataIn2)) ? 1 : 0;
            5'b01011:   AluResult = ($signed(DataIn1)==$signed(DataIn2)) ? 0 : 1;
            5'b10100:   AluResult = {DataIn2[15:0], 16'd0};
            5'b01100:   AluResult = ($signed(DataIn1)== $signed(DataIn2)) ? 1 : 0;
            5'b10001:   AluResult = DataIn2 << Sa;
            5'b10010:   AluResult = DataIn2 >> Sa;
            default:   ;
        endcase
        if(AluResult==0)
            Zero = 1;
        else
            Zero = 0;
    end
endmodule
```

## flow/run.sh

```bash
#!/bin/bash
# OpenROAD 26Q1-2900-gdf79404cd8, Yosys 0.63+post, stock flow scripts
make -C /OpenROAD-flow-scripts/flow DESIGN_CONFIG=/design/flow/config.mk WORK_HOME=/design/flow/orfs finish
```

==> results.txt <==
The run has ended; figures from its reports follow.

The run finished with clean final reports. The synthesized flop and latch total is 32. Ranked by instance count, the synthesized netlist is headed by sky130_fd_sc_hd__nor2_1 (191), sky130_fd_sc_hd__a21oi_1 (157), sky130_fd_sc_hd__nand2_1 (135). The net switching power in the latest report is 261 uW. The instance area at placement came out at 0.0151 sq mm.

The number of cells after detailed placement came out at 2,500. The total routed wirelength is 73,300 um. The multi-input logic area came out at 0.0120 sq mm. The area share of the largest cell type after synthesis came out at 11.8%.

The mean area per synthesized cell came out at 7.13 sq um. The power density over the cells is 28.1 mW/mm^2. The post-route netlist has 10.4% of its cells at a drive strength greater than 1.

The I/O pin count is 107. After floorplanning, the core was divided into 77 placement rows. The relative slew slack came out at 24.8%. The tally of unique sky130hd cells used after synthesis is 94.

The required time at the worst endpoint is listed as 18.24 ns. The overall chip area is 0.0459 sq mm. In the routed design, unresolved DRC markers number 0.

The number of fill cells came out at 4,753. The hold path depth is 8. The number of max-cap violations is 0. The final worst-path cycle share is 69.3%. Post-CTS repair changed the size of 0 cells. The first-iteration detailed-routing DRC count is 2,323. The minimum setup slack in the final design is 7.00 ns.

After routing the design area is 0.0151 sq mm. The highest attainable clock frequency came out at 63.3 MHz. The hold buffer count at cts is 0.

The count of port buffers added during placement came out at 107. Per the final report, max-transition violations number 0. The total grt overflow came out at 0. The routed layout has 16,300 vias. The cell type that accounts for the most area after synthesis is sky130_fd_sc_hd__mux4_2. The worst setup path is captured at an output port. The count of placed standard cells in the final layout, fillers left out is 2,501. The startpoint-to-endpoint class of the critical path is in -> out. The longest individual stage delay on the worst path came out at 0.79 ns.

The maximum net fanout on the critical path came out at 14. The hold path startpoint is Sa[3]. The post-layout minimum cycle time came out at 15.80 ns. The pin count of the biggest net entering global routing came out at 58. The post-detailed-route wirelength per cell is 29.3 um.

The final hold slack is 10.69 ns. The detailed-placement wirelength estimate is 57,900 um. The core area came out at 0.0443 sq mm. Setup repair after global routing left no endpoint under its margin. The class of the most critical hold timing path is in -> out. The via count of the first global-routing pass is 15,000. The detailed-router iteration count before antenna repair came out at 6.

Counting every instance in the synthesized netlist gives 1,894. The first global-routing pass estimated 106,000 um of wire. Prior to clock tree synthesis, the placed netlist has a worst setup slack of 7.06 ns. Once detail routing completed, the nets flagged for antenna violations numbered 0. The initial antenna violation count was 8. The element type at the critical path start is a primary input.

The worst vdd rail ir drop is 0.0145 mV. The total number of cells along the worst setup path came out at 22. The yosys synthesis chip area came out at 0.0135 sq mm.

The count of unclocked register or latch pins came out at 32. Summing every instance area after synthesis gives 0.0135 sq mm. The post-synth tally of flip-flops with integrated enable came out at 0. The count of endpoints without a timing constraint came out at 64. The area of all sequential standard cells is 480 sq um. The number of endpoints failing setup at the final stage is 0.

The number of warnings printed during yosys synthesis is 1. The floorplan step set the die height to 214 um. The critical path goes through clkdlybuf4s50_1 -> inv_1 -> ha_1 -> nand2_1 -> nor3_1 -> buf_4 -> inv_1 -> o21ai_0 -> xnor2_1 -> ha_1 -> a21oi_1 -> o21ai_0 -> or3_1 -> o21ai_0 -> o21ai_0 -> mux2i_1 -> nand4_1 -> or4b_2 -> or4_1 -> nor4_2 -> nor4b_2 -> clkdlybuf4s50_1.

The flip-flop cell with the highest count after synthesis is sky130_fd_sc_hd__dlxtn_1. Net switching is 61.3% of the power. The flip-flop count of the largest register after layout is 32. Broken down by cell family, the worst path's largest delay share belongs to simple AND/OR/NAND/NOR gates. The yosys stat cell total came out at 1,894. In the post-synthesis netlist, the cell with the most instances is sky130_fd_sc_hd__nor2_1. The die is 214 um wide. The reported leakage power is 5.89 nW.

Of all flip-flops after synthesis, the portion carrying an async set or reset was 0%. The congestion estimate from routability-driven global placement came to 1.07. The main area contributors are sky130_fd_sc_hd__mux4_2 (12%), sky130_fd_sc_hd__ha_1 (12%), sky130_fd_sc_hd__a21oi_1 (5.8%). The cell with the most instances on the worst path is sky130_fd_sc_hd__o21ai_0. The global-route usage over all layers came out at 32.0%.

The internal portion of the total power is 164 uW. Counting both buffers and inverters, the worst setup path holds a total of 5. The average vias per placed instance is 6.51. The data arrival time at the worst-slack endpoint came out at 11.24 ns. Warnings raised by the tools during the run amount to 96. The post-CTS repair timing setup buffer count came out at 0. Between the synthesized netlist and the finished layout, the area growth was recorded as 12.1%.

The destination of the worst hold path is Zero. Among all stages on the critical path, the largest delay is contributed by sky130_fd_sc_hd__clkdlybuf4s50_1. At the pin with the least slew margin, the transition time is 1.12 ns. The total negative setup slack came out at 0 ns. The final timing report lists a hold violation count of 0. Once the floorplan was initialized, standard cells occupied 30.5% of the core.
-- power by group through the flow --
stage                 Sequential [mW]  Clock [mW]  Combinational (mW)
after CTS                      0.0164           0               0.396
after global routing           0.0171           0               0.433
-- placed cells by master, fill, tap and decap left out, drive strengths merged, types with 28 or more instances in the layout --
| cell | count |
|---|---|
| a211oi | 36 |
| a21o | 30 |
| a21oi | 157 |
| buf | 66 |
| clkdlybuf4s50 | 103 |
| dlxtn | 32 |
| ha | 127 |
| inv | 110 |
| mux2i | 50 |
| mux4 | 71 |
| nand2 | 135 |
| nand3 | 50 |
| nor2 | 191 |
| nor3 | 64 |
| o211ai | 28 |
| o21ai | 126 |
| xnor2 | 47 |
-- kinds of logic after synthesis --
kind of cell / Yosys count / share of synthesized area (%)
and+or+nand+nor: 633 / 23.5
muxes: 139 / 17.0
adders and majority gates: 130 / 12.2
latches: 32 / 3.56
xor gates and xnor gates: 65 / 4.22
buffers and inverters: 267 / 8.15
AOI/OAI and AO/OA: 628 / 31.3
-- layout make-up --
| class | instances | area share, % |
|---|---|---|
| multi-input cells | 1595 | 79.1 |
| repair buffers | 169 | 10.1 |
| well taps | 592 | 4.89 |
| flip-flops and latches | 32 | 3.17 |
| inverters | 112 | 2.78 |
| diodes | 1 | 0.0165 |
-- worst max path at each step --
stage | start | slack [ns] | endpoint
finish | DataIn2[1] | 7.00 | Zero
CTS | DataIn2[1] | 7.06 | Zero
global route | DataIn2[1] | 6.69 | Zero
-- worst min-delay path: stages --
cell	delay, ns
sky130_fd_sc_hd__buf_2	0.25
sky130_fd_sc_hd__nor3_1	0.24
sky130_fd_sc_hd__a21oi_1	0.06
sky130_fd_sc_hd__o21ai_0	0.27
sky130_fd_sc_hd__a21oi_1	0.11
sky130_fd_sc_hd__o21ai_0	0.16
sky130_fd_sc_hd__nor4b_2	0.07
sky130_fd_sc_hd__clkdlybuf4s50_1	0.40
-- per-stage QoR --
| step | power, mW | utilization [%] |
|---|---|---|
| floorplan | 0.260 | - |
| global placement | 0.413 | 34.2 |
| detailed placement | 0.411 | 34.2 |
| CTS | 0.413 | 34.2 |
| global route | 0.450 | 34.2 |
| finish | 0.425 | 34.2 |
-- per-layer routing --
layer / vias to the layer above / global-route usage [%] / share of wire, %
li1: 7198 / - / -
met4: 12 / 9.74 / 4.0
met5: - / 0 / 0.13
met1: 7824 / 45.2 / 41
met3: 194 / 9.41 / 12
met2: 1044 / 47.3 / 43
Power figures rest on the tool's default switching activity, not on a simulated workload.
